===== ./config.mk =====
export PLATFORM = sky130hd
export DESIGN_NAME = W
export DESIGN_NICKNAME = W
export VERILOG_FILES = /design/flow/design.v
export SDC_FILE = /design/flow/constraint.sdc
export NUM_CORES = 4
export LEC_CHECK = 1
export CORE_AREA = 10 10 132 132
export DIE_AREA = 0 0 142 142

===== ./constraint.sdc =====
current_design W

set clk_period 14.4
set clk_io_pct 0.2

create_clock -name clk0 -period $clk_period

set non_clock_inputs [all_inputs -no_clocks]
set_input_delay [expr $clk_period * $clk_io_pct] -clock clk0 $non_clock_inputs
set_output_delay [expr $clk_period * $clk_io_pct] -clock clk0 [all_outputs]

===== ./design.v =====
`timescale 1ns / 1ps
`timescale 1ns / 1ps
module Controller(
   input Zero,
   input [31:0] Instr,
	output reg [3:0] ALUOp,
	output reg [2:0] BSetOp,
   output reg [1:0] NPCOp,
   output reg [1:0] WDSel,
   output reg [1:0] WRSel,
   output reg RFWr,
	output reg DMWr,
   output reg [1:0] ExtOp,
	output reg ALUSrc,
	output reg [1:0] Mem_type,
	output reg Load_type,
	output reg [1:0] REOp,
	output reg [1:0] HiLoWr,
	output reg Start,
	output reg isBranch
	);
	always @(*)begin
		if(Instr[31:26]==6'b000000 && Instr[5:0]==6'b100000||Instr[31:26]==6'b000000 && Instr[5:0]==6'b100001||Instr[31:26]==6'b001000||Instr[31:26]==6'b001001) ALUOp = 4'b0000;
		else if(Instr[31:26]==6'b000000 && Instr[5:0]==6'b100010||Instr[31:26]==6'b000000 && Instr[5:0]==6'b100011) ALUOp = 4'b0001;
		else if(Instr[31:26]==6'b000000 && Instr[5:0]==6'b100100||Instr[31:26]==6'b001100) ALUOp = 4'b0010;
		else if(Instr[31:26]==6'b000000 && Instr[5:0]==6'b100101||Instr[31:26]==6'b001101) ALUOp = 4'b0011;
		else if(Instr[31:26]==6'b000000 && Instr[5:0]==6'b100111) ALUOp = 4'b0100;
		else if(Instr[31:26]==6'b000000 && Instr[5:0]==6'b100110||Instr[31:26]==6'b001110) ALUOp = 4'b0101;
		else if(Instr[31:26]==6'b000000 && Instr[5:0]==6'b000000||Instr[31:26]==6'b000000 && Instr[5:0]==6'b000100) ALUOp = 4'b0110;
		else if(Instr[31:26]==6'b000000 && Instr[5:0]==6'b000011||Instr[31:26]==6'b000000 && Instr[5:0]==6'b000111) ALUOp = 4'b0111;
		else if(Instr[31:26]==6'b000000 && Instr[5:0]==6'b000010||Instr[31:26]==6'b000000 && Instr[5:0]==6'b000110) ALUOp = 4'b1000;
		else if(Instr[31:26]==6'b000000 && Instr[5:0]==6'b101010||Instr[31:26]==6'b001010) ALUOp = 4'b1001;
		else if(Instr[31:26]==6'b000000 && Instr[5:0]==6'b101011||Instr[31:26]==6'b001011) ALUOp = 4'b1010;
		else if(Instr[31:26]==6'b001111) ALUOp = 4'b1011;
		else ALUOp = 4'b0000;
		if(Instr[31:26]==6'b000000 && Instr[5:0]==6'b001001||Instr[31:26]==6'b000011||Instr[31:26]==6'b000010||Instr[31:26]==6'b000000 && Instr[5:0]==6'b001000||Instr[31:26]==6'b000100||Instr[31:26]==6'b000001 && Instr[20:16]==5'b00001||Instr[31:26]==6'b000111||Instr[31:26]==6'b000110||Instr[31:26]==6'b000001 && Instr[20:16]==5'b00000||Instr[31:26]==6'b000101) isBranch = 1;
		else isBranch = 0;
		if(Instr[31:26]==6'b000100) BSetOp = 3'b000;
		else if(Instr[31:26]==6'b000001 && Instr[20:16]==5'b00001) BSetOp = 3'b001;
		else if(Instr[31:26]==6'b000111) BSetOp = 3'b010;
		else if(Instr[31:26]==6'b000110) BSetOp = 3'b011;
		else if(Instr[31:26]==6'b000001 && Instr[20:16]==5'b00000) BSetOp = 3'b100;
		else if(Instr[31:26]==6'b000101)  BSetOp = 3'b101;
		else BSetOp = 3'b110;
		if(Instr[31:26]==6'b100000||Instr[31:26]==6'b100100||Instr[31:26]==6'b100101||Instr[31:26]==6'b100011||Instr[31:26]==6'b100001||Instr[31:26]==6'b010000	&&	Instr[25:21]==5'b00000 && Instr[10:0]==11'b000000000) WDSel = 2'b01;
		else if(Instr[31:26]==6'b000011||Instr[31:26]==6'b000000 && Instr[5:0]==6'b001001) WDSel = 2'b10;
		else WDSel = 2'b00;
		if(Instr[31:26]==6'b000000 && Instr[5:0]==6'b100000||Instr[31:26]==6'b000000 && Instr[5:0]==6'b100001||Instr[31:26]==6'b000000 && Instr[5:0]==6'b100010||Instr[31:26]==6'b000000 && Instr[5:0]==6'b100011||Instr[31:26]==6'b000000 && Instr[5:0]==6'b100101||Instr[31:26]==6'b000000 && Instr[5:0]==6'b100111||Instr[31:26]==6'b000000 && Instr[5:0]==6'b100110
		   ||Instr[31:26]==6'b000000 && Instr[5:0]==6'b100100||Instr[31:26]==6'b000000 && Instr[5:0]==6'b101010||Instr[31:26]==6'b000000 && Instr[5:0]==6'b101011||Instr[31:26]==6'b000000 && Instr[5:0]==6'b000100||Instr[31:26]==6'b000000 && Instr[5:0]==6'b000111||Instr[31:26]==6'b000000 && Instr[5:0]==6'b000110
			||Instr[31:26]==6'b000000 && Instr[5:0]==6'b000000||Instr[31:26]==6'b000000 && Instr[5:0]==6'b000011||Instr[31:26]==6'b000000 && Instr[5:0]==6'b000010||Instr[31:26]==6'b000000 && Instr[5:0]==6'b010000 && Instr[25:16]==10'b0||Instr[31:26]==6'b000000 && Instr[5:0]==6'b010010 && Instr[25:16]==10'b0||Instr[31:26]==6'b000000 && Instr[5:0]==6'b001001) WRSel = 2'b01;
		else if(Instr[31:26]==6'b000011) WRSel = 2'b10;
		else WRSel = 2'b00;
		if(Instr[31:26]==6'b000000 && Instr[5:0]==6'b100000||Instr[31:26]==6'b000000 && Instr[5:0]==6'b100001||Instr[31:26]==6'b000000 && Instr[5:0]==6'b100010||Instr[31:26]==6'b000000 && Instr[5:0]==6'b100011||Instr[31:26]==6'b000000 && Instr[5:0]==6'b100101||Instr[31:26]==6'b000000 && Instr[5:0]==6'b100111||Instr[31:26]==6'b000000 && Instr[5:0]==6'b100110||Instr[31:26]==6'b000000 && Instr[5:0]==6'b100100||Instr[31:26]==6'b000000 && Instr[5:0]==6'b101010||Instr[31:26]==6'b000000 && Instr[5:0]==6'b101011||Instr[31:26]==6'b000000 && Instr[5:0]==6'b001001||Instr[31:26]==6'b010000	&&	Instr[25:21]==5'b00000 && Instr[10:0]==11'b000000000
			||Instr[31:26]==6'b000000 && Instr[5:0]==6'b000100||Instr[31:26]==6'b000000 && Instr[5:0]==6'b000111||Instr[31:26]==6'b000000 && Instr[5:0]==6'b000110||Instr[31:26]==6'b000000 && Instr[5:0]==6'b000000||Instr[31:26]==6'b000000 && Instr[5:0]==6'b000011||Instr[31:26]==6'b000000 && Instr[5:0]==6'b000010||Instr[31:26]==6'b001000||Instr[31:26]==6'b001001||Instr[31:26]==6'b001100||Instr[31:26]==6'b000000 && Instr[5:0]==6'b010000 && Instr[25:16]==10'b0||Instr[31:26]==6'b000011||Instr[31:26]==6'b100001
			||Instr[31:26]==6'b001111||Instr[31:26]==6'b001101||Instr[31:26]==6'b001010||Instr[31:26]==6'b001011||Instr[31:26]==6'b001110||Instr[31:26]==6'b100000||Instr[31:26]==6'b100100||Instr[31:26]==6'b100101||Instr[31:26]==6'b100011||Instr[31:26]==6'b000000 && Instr[5:0]==6'b010010 && Instr[25:16]==10'b0) RFWr = 1;
		else RFWr = 0;
		if(Instr[31:26]==6'b101000||Instr[31:26]==6'b101001||Instr[31:26]==6'b101011) DMWr = 1;
		else DMWr = 0;
		if(Instr[31:26]==6'b001110||Instr[31:26]==6'b001101||Instr[31:26]==6'b001100) ExtOp = 2'b01;
		else if(Instr[31:26]==6'b001111) ExtOp = 2'b10;
		else ExtOp = 2'b00;
		if(Instr[31:26]==6'b001000||Instr[31:26]==6'b001001||Instr[31:26]==6'b001100||Instr[31:26]==6'b001111||Instr[31:26]==6'b001101||Instr[31:26]==6'b001010||Instr[31:26]==6'b001011||Instr[31:26]==6'b010000	&&	Instr[25:21]==5'b00000 && Instr[10:0]==11'b000000000||Instr[31:26]==6'b010000	&&	Instr[25:21]==5'b00100 && Instr[10:0]==11'b000000000
			||Instr[31:26]==6'b001110||Instr[31:26]==6'b100000||Instr[31:26]==6'b100100||Instr[31:26]==6'b100001||Instr[31:26]==6'b100101||Instr[31:26]==6'b100011||Instr[31:26]==6'b101000||Instr[31:26]==6'b101001||Instr[31:26]==6'b101011) ALUSrc = 1;
		else ALUSrc = 0;
		if((Instr[31:26]==6'b000100||Instr[31:26]==6'b000001 && Instr[20:16]==5'b00001||Instr[31:26]==6'b000111||Instr[31:26]==6'b000110||Instr[31:26]==6'b000001 && Instr[20:16]==5'b00000||Instr[31:26]==6'b000101)&&Zero) NPCOp = 2'b01;
		else if(Instr[31:26]==6'b000010||Instr[31:26]==6'b000011) NPCOp = 2'b10;
		else if(Instr[31:26]==6'b000000 && Instr[5:0]==6'b001000||Instr[31:26]==6'b000000 && Instr[5:0]==6'b001001) NPCOp = 2'b11;
		else NPCOp = 2'b00;
		if(Instr[31:26]==6'b101000||Instr[31:26]==6'b100000||Instr[31:26]==6'b100100) Mem_type = 2'b01;
		else if(Instr[31:26]==6'b101001||Instr[31:26]==6'b100101||Instr[31:26]==6'b100001) Mem_type = 2'b10;
		else if(Instr[31:26]==6'b101011||Instr[31:26]==6'b100011||Instr[31:26]==6'b010000	&&	Instr[25:21]==5'b00000 && Instr[10:0]==11'b000000000||Instr[31:26]==6'b010000	&&	Instr[25:21]==5'b00100 && Instr[10:0]==11'b000000000)Mem_type = 2'b11;
		else Mem_type = 2'b0;
		if(Instr[31:26]==6'b100100||Instr[31:26]==6'b100101) Load_type = 1;
		else Load_type = 0;
		if(Instr[31:26]==6'b000000 && Instr[5:0]==6'b010000 && Instr[25:16]==10'b0) REOp = 2'b01;
		else if(Instr[31:26]==6'b000000 && Instr[5:0]==6'b010010 && Instr[25:16]==10'b0) REOp = 2'b10;
		else if(Instr[31:26]==6'b000011||Instr[31:26]==6'b000000 && Instr[5:0]==6'b001001) REOp = 2'b11;
		else REOp = 2'b00;
		if(Instr[31:26]==6'b000000 && Instr[5:0]==6'b010001 && Instr[20:6]==15'b0) HiLoWr = 2'b01;
		else if(Instr[31:26]==6'b000000 && Instr[5:0]==6'b010011 && Instr[20:6]==15'b0) HiLoWr = 2'b10;
		else HiLoWr = 2'b00;
		if(Instr[31:26]==6'b000000 && Instr[5:0]==6'b011000 && Instr[15:6]==10'b0||Instr[31:26]==6'b000000 && Instr[5:0]==6'b011001 && Instr[15:6]==10'b0||Instr[31:26]==6'b000000 && Instr[5:0]==6'b011010 && Instr[15:6]==10'b0||Instr[31:26]==6'b000000 && Instr[5:0]==6'b011011 && Instr[15:6]==10'b0) Start = 1;
		else Start = 0;
	end
endmodule
`timescale 1ns / 1ps
module LTC(
	 input [31:0] addr,
    input [31:0] Din,
    input [1:0] M_type,
	 input Load_type,
	 input [31:0] RD,
    output reg [31:0] Dout
    );
	 always @(*)begin 
		if(Load_type) begin
			if((~addr[0])&&(~addr[1]))begin
				Dout = (M_type==2'b01) ? {4'b0, Din[7:0]}:
						 (M_type==2'b10) ? {16'b0, Din[15:0]}:
						 (M_type==2'b11) ? Din[31:0]:0;
			end
			else if((addr[0])&&(~addr[1]))begin
				Dout = (M_type==2'b01) ? {24'b0, Din[15:8]}:0;
			end
			else if((~addr[0])&&(addr[1]))begin
				Dout = (M_type==2'b01) ? {24'b0, Din[23:16]}:
						 (M_type==2'b10) ? {16'b0, Din[31:16]}:0;
			end
			else if((addr[0])&&(addr[1]))begin
				Dout = (M_type==2'b01) ? {24'b0, Din[31:24]}:0;
			end
		end
		else begin
			if((~addr[0])&&(~addr[1]))begin
				Dout = (M_type==2'b01) ? {{24{Din[7]}}, Din[7:0]}:
						 (M_type==2'b10) ? {{16{Din[15]}}, Din[15:0]}:
						 (M_type==2'b11) ? Din[31:0]:0;
			end
			else if((addr[0])&&(~addr[1]))begin
				Dout = (M_type==2'b01) ? {{24{Din[15]}}, Din[15:8]}:0;
			end
			else if((~addr[0])&&(addr[1]))begin
				Dout = (M_type==2'b01) ? {{24{Din[23]}}, Din[23:16]}:
						 (M_type==2'b10) ? {{16{Din[31]}}, Din[31:16]}:0;
			end
			else if((addr[0])&&(addr[1]))begin
				Dout = (M_type==2'b01) ? {{24{Din[31]}}, Din[31:24]}:0;
			end
		end
	 end
endmodule
`timescale 1ns / 1ps
`timescale 1ns / 1ps
module W(
    input [31:0] Instr,
    input [31:0] PC_W_I,
	 input [31:0] RD_W_I,
	 input [31:0] ALURS_W_I,
	 input [31:0] WD_W_I,
    output [31:0] WD_W_O,
	 output RFWr_W_O
    );
	 wire [1:0] Mem_type;
	 wire [1:0] WDSel;
	 wire [31:0] Dout;
	 wire Load_type;
	 assign WD_W_O = (WDSel==2'b00)? ALURS_W_I:
	                 (WDSel==2'b01&&(Instr[31:26]==6'b010000	&&	Instr[25:21]==5'b00000 && Instr[10:0]==11'b000000000))? RD_W_I : 
						  (WDSel==2'b01)       ? Dout:
						  (WDSel==2'b10)? PC_W_I + 8 : 32'h0000_3000;
	 Controller Controller_W (
    .Instr(Instr),
    .WDSel(WDSel), 
    .RFWr(RFWr_W_O), 
    .Mem_type(Mem_type),
	 .Load_type(Load_type)
    );
	 LTC LTC_W (
    .addr(ALURS_W_I), 
    .Din(RD_W_I), 
	 .RD(WD_W_I),
    .M_type(Mem_type), 
	 .Load_type(Load_type),
    .Dout(Dout)
    );
endmodule

===== ./run.sh =====
#!/bin/bash
# OpenROAD 26Q1-2900-gdf79404cd8, Yosys 0.63+post, stock flow scripts
make -C /OpenROAD-flow-scripts/flow DESIGN_CONFIG=/design/flow/config.mk WORK_HOME=/design/flow/orfs finish

==> reports/metrics.yaml <==
outcome:
  outcome: "finished, final reports clean"
clocking:
  ctsHoldBuffers: 0
  post-cts-setup-buffer-count: 0
  cts_resized: 0
final_layout:
  layout_top_cell: "clkdlybuf4s50_1"
  area_delta_synth_final_pct: 69.9
  fin_cells: 741
  drive_gt1_frac: 0.0450
  largest_register_ffs: 32
  post-route-cell-area_mm2: 0.00456
  lay_top_cells: "clkdlybuf4s50_1, nand2_1, nor2_1"
floorplanning:
  initial_core_util: 0.185
  die_h_um: 142
  coreArea_mm2: 0.0145
  ios: 193
  chipArea_mm2: 0.0202
  num_rows: 44
  die_x_um: 142
drt:
  viasPerCell: 4.94
  wl_per_cell_um: 18.9
  ant_nets: 0
  drt_iter0_drc: 219
  routed_wl_um: 14000
  dr_wl_met2_um: 6660
  routed-wl-met3_um: 1420
  routed.top_layer: "met4"
  post-route-drc-count: 0
  first_pass_iters: 4
  num_vias: 3658
  wl_met1_um: 5790
sta:
  final_hold_viol_count: 0
  tightestPinTransition_ns: 0.907
  fin_tns_setup_ns: 0
  setup_viol: 0
  period_used_share: 0.657
  unclocked_pins: 32
  period_needed_ns: 9.46
  rsz0062_at_grt: "false"
  unconstrained_endpoints: 32
  slew_viol_final: 0
  max_freq_mhz: 106
  maxSlewHeadroom: 0.394
logic_synthesis:
  edf_count: 0
  synth_top_cell_by_area: "dlxtn_1"
  ys_top_cells_by_area: "dlxtn_1, a221oi_1, nand2_1, nor2_1, nand3_1"
  synth_warnings: 2
  synth_cell_types: 60
  ys_cells: 386
  yosys_area_mm2: 0.00268
  synth_area_mm2: 0.00268
  synthArstFlopShare: 0
  avgSynthCellArea_um2: 6.95
  top_area_frac: 0.179
  syn_inst: 386
  numSynthFlops: 32
  yosys_most_used_dff: "dlxtn_1"
placed_design:
  hpwl_um: 11600
  postPlaceCellArea_mm2: 0.00455
  gp_congestion: 0.903
  dp_cells: 740
  port_buffers: 156
global_routing:
  overflow: 0
  antenna_found_initial: 0
  grt_pass1_vias: 3626
  grt.total_usage: 0.132
  grt_first_pass_wirelength_um: 20900
  grt_max_degree: 33
worst_setup_path:
  cp.arrival_ns: 6.58
  critPathLaunchType: "input port"
  worstPathCellList: "clkdlybuf4s50_1, nor4_2, nand4_1, o22ai_4, a21o_4, a221oi_1, a21oi_1, dlxtn_1, a22o_1, o22ai_1, a21oi_1, clkdlybuf4s50_1"
  cp_max_fo: 19
  slowest_stage: "clkdlybuf4s50_1"
  critPathRequiredTime_ns: 11.52
  worstSetupPathType: "in -> out"
  end_kind: "primary output"
  max_stage_delay_ns: 0.60
job:
  cap_viol_max_count: 0
  tool_warnings: 69
pwr:
  p_per_area_mw_per_mm2: 21.9
  ir_worst_vdd_v: 0.00000972
  p_leak_nw: 1.70
min_path:
  min_path_type: "in -> out"
-- path summary, 6_finish.rpt --
| path | start | endpoint | slack [ns] | cells after the start |
|---|---|---|---|---|
| hold / removal | ALURS_W_I[11] | WD_W_O[11] | 6.65 | 4 |
| setup / recovery | Instr[27] | WD_W_O[0] | 4.94 | 12 |
-- power by group --
group,switching [mW],internal (mW)
Clock,0,0.00000000928
Sequential,0.000463,0.00562
Combinational,0.0376,0.0560
-- area by class of cell --
| cell class | count | area, um2 |
|---|---|---|
| multi-input combinational | 356 | 2210 |
| sequential | 32 | 480 |
| inverter | 5 | 18.8 |
| timing repair buffer | 163 | 1610 |
| fill | 1534 | 9980 |
| antenna | 1 | 2.50 |
| tap | 184 | 230 |
-- cell families (layout without fill, tap and decap cells) --
logic type / count (synthesis) / count (layout) / synth area share
latches: 32 / 32 / 0.179
simple gates: 172 / 172 / 0.316
mux: 2 / 2 / 0.0121
xor+xnor: 27 / 27 / 0.0882
compound gates: 122 / 122 / 0.354
fa+ha+maj: 1 / 1 / 0.00466
buf+inv: 29 / 168 / 0.0448
other cells: 1 / 33 / 0.00140
-- synth_stat cells (7+ instances only) --
master	count
nand3_1	27
a22oi_1	15
dlxtn_1	32
o22ai_1	19
xor2_1	13
a221o_1	7
nor3_1	10
a21oi_1	17
xnor2_1	14
nand4_1	14
nor2_1	40
a221oi_1	21
nand2_1	48
clkbuf_1	17
-- worst max-delay path, delay by kind of cell --
kind,cells,cell delay (ns)
latches,1,0.36
AND/OR/NAND/NOR,2,0.81
AND-OR/OR-AND,7,1.42
buffers and inverters,2,1.10
-- metal layers --
metal / up-vias / track usage
li1: 1811 / -
met1: 1664 / 0.172
met2: 175 / 0.219
met3: 8 / 0.0386
met4: 0 / 0.0108
met5: - / 0
-- through the flow --
stage / hold WS, ns / power, mW / utilization / setup slack (ns)
floorplan: 5.81 / 0.0337 / - / 6.42
global placement: 6.66 / 0.0994 / 0.313 / 4.93
detailed placement: 6.65 / 0.0996 / 0.313 / 4.92
CTS: 6.66 / 0.100 / 0.313 / 4.89
global route: 6.71 / 0.108 / 0.313 / 4.70
finish: 6.65 / 0.0997 / 0.314 / 4.94
No activity file was given, so power comes from the tool's default toggle rates.
