$ cat ./design.v
`timescale 1ns / 1ps
`timescale 1ns / 1ps
module ALU(ALUControl, SrcA, SrcB, Instr, result, Overflow);
   input [3:0] ALUControl;
	input [31:0] Instr;
   input [31:0] SrcA;
   input [31:0] SrcB;
   output [31:0] result;
	output Overflow;
	wire [32:0] temp;	
assign temp = (Instr[31:26]==6'b000000 && Instr[5:0]==6'b100010) ? {{SrcA[31]}, SrcA} - {{SrcB[31]}, SrcB}:
				  (Instr[31:26]==6'b000000 && Instr[5:0]==6'b100000||Instr[31:26]==6'b001000)? {{SrcA[31]}, SrcA} + {{SrcB[31]}, SrcB} : 0;
assign Overflow = temp[31] != temp[32];
function [31:0] calc; 
    input [31:0] srca;
    input [31:0] srcb;
    input [4:0] Aluop;
	 input [4:0] Shift;
	 integer i, cnt;
    begin
        case(Aluop)
            4'b0000:begin
                calc = srca + srcb; 
            end
            4'b0001:begin
                calc = srca - srcb;
            end
            4'b0010:begin
                calc = srca & srcb;
            end
            4'b0011:begin
                calc = srca | srcb;
            end
            4'b0100:begin
                calc = ~ (srca | srcb);
            end
            4'b0101:begin
					 calc = srca ^ srcb;
            end
				4'b0110:begin
					 if(Instr[31:26]==6'b000000 && Instr[5:0]==6'b000000) calc = srcb << Shift;
					 else     calc = srcb << srca[4:0];
            end
				4'b0111:begin
					if(Instr[31:26]==6'b000000 && Instr[5:0]==6'b000011) calc = $signed($signed(srcb) >>> $signed(Shift));
					else     calc = $signed($signed(srcb) >>> $signed(srca[4:0]));
				end
				4'b1000:begin
					if(Instr[31:26]==6'b000000 && Instr[5:0]==6'b000010) calc = srcb >> Shift;
					else     calc = srcb >> srca[4:0];
				end
				4'b1001:begin
					calc = $signed(srca)<$signed(srcb);
				end
				4'b1010:begin
					calc = srca < srcb;
				end
				4'b1011:begin
					calc = srcb;
				end
        endcase
    end
endfunction
	assign result = calc(SrcA, SrcB, ALUControl, Instr[10:6]);
endmodule
`timescale 1ns / 1ps
`timescale 1ns / 1ps
module Controller(
   input Zero,
   input [31:0] Instr,
	output reg [3:0] ALUOp,
	output reg [2:0] BSetOp,
   output reg [1:0] NPCOp,
   output reg [1:0] WDSel,
   output reg [1:0] WRSel,
   output reg RFWr,
	output reg DMWr,
   output reg [1:0] ExtOp,
	output reg ALUSrc,
	output reg [1:0] Mem_type,
	output reg Load_type,
	output reg [1:0] REOp,
	output reg [1:0] HiLoWr,
	output reg Start,
	output reg isBranch
	);
	always @(*)begin
		if(Instr[31:26]==6'b000000 && Instr[5:0]==6'b100000||Instr[31:26]==6'b000000 && Instr[5:0]==6'b100001||Instr[31:26]==6'b001000||Instr[31:26]==6'b001001) ALUOp = 4'b0000;
		else if(Instr[31:26]==6'b000000 && Instr[5:0]==6'b100010||Instr[31:26]==6'b000000 && Instr[5:0]==6'b100011) ALUOp = 4'b0001;
		else if(Instr[31:26]==6'b000000 && Instr[5:0]==6'b100100||Instr[31:26]==6'b001100) ALUOp = 4'b0010;
		else if(Instr[31:26]==6'b000000 && Instr[5:0]==6'b100101||Instr[31:26]==6'b001101) ALUOp = 4'b0011;
		else if(Instr[31:26]==6'b000000 && Instr[5:0]==6'b100111) ALUOp = 4'b0100;
		else if(Instr[31:26]==6'b000000 && Instr[5:0]==6'b100110||Instr[31:26]==6'b001110) ALUOp = 4'b0101;
		else if(Instr[31:26]==6'b000000 && Instr[5:0]==6'b000000||Instr[31:26]==6'b000000 && Instr[5:0]==6'b000100) ALUOp = 4'b0110;
		else if(Instr[31:26]==6'b000000 && Instr[5:0]==6'b000011||Instr[31:26]==6'b000000 && Instr[5:0]==6'b000111) ALUOp = 4'b0111;
		else if(Instr[31:26]==6'b000000 && Instr[5:0]==6'b000010||Instr[31:26]==6'b000000 && Instr[5:0]==6'b000110) ALUOp = 4'b1000;
		else if(Instr[31:26]==6'b000000 && Instr[5:0]==6'b101010||Instr[31:26]==6'b001010) ALUOp = 4'b1001;
		else if(Instr[31:26]==6'b000000 && Instr[5:0]==6'b101011||Instr[31:26]==6'b001011) ALUOp = 4'b1010;
		else if(Instr[31:26]==6'b001111) ALUOp = 4'b1011;
		else ALUOp = 4'b0000;
		if(Instr[31:26]==6'b000000 && Instr[5:0]==6'b001001||Instr[31:26]==6'b000011||Instr[31:26]==6'b000010||Instr[31:26]==6'b000000 && Instr[5:0]==6'b001000||Instr[31:26]==6'b000100||Instr[31:26]==6'b000001 && Instr[20:16]==5'b00001||Instr[31:26]==6'b000111||Instr[31:26]==6'b000110||Instr[31:26]==6'b000001 && Instr[20:16]==5'b00000||Instr[31:26]==6'b000101) isBranch = 1;
		else isBranch = 0;
		if(Instr[31:26]==6'b000100) BSetOp = 3'b000;
		else if(Instr[31:26]==6'b000001 && Instr[20:16]==5'b00001) BSetOp = 3'b001;
		else if(Instr[31:26]==6'b000111) BSetOp = 3'b010;
		else if(Instr[31:26]==6'b000110) BSetOp = 3'b011;
		else if(Instr[31:26]==6'b000001 && Instr[20:16]==5'b00000) BSetOp = 3'b100;
		else if(Instr[31:26]==6'b000101)  BSetOp = 3'b101;
		else BSetOp = 3'b110;
		if(Instr[31:26]==6'b100000||Instr[31:26]==6'b100100||Instr[31:26]==6'b100101||Instr[31:26]==6'b100011||Instr[31:26]==6'b100001||Instr[31:26]==6'b010000	&&	Instr[25:21]==5'b00000 && Instr[10:0]==11'b000000000) WDSel = 2'b01;
		else if(Instr[31:26]==6'b000011||Instr[31:26]==6'b000000 && Instr[5:0]==6'b001001) WDSel = 2'b10;
		else WDSel = 2'b00;
		if(Instr[31:26]==6'b000000 && Instr[5:0]==6'b100000||Instr[31:26]==6'b000000 && Instr[5:0]==6'b100001||Instr[31:26]==6'b000000 && Instr[5:0]==6'b100010||Instr[31:26]==6'b000000 && Instr[5:0]==6'b100011||Instr[31:26]==6'b000000 && Instr[5:0]==6'b100101||Instr[31:26]==6'b000000 && Instr[5:0]==6'b100111||Instr[31:26]==6'b000000 && Instr[5:0]==6'b100110
		   ||Instr[31:26]==6'b000000 && Instr[5:0]==6'b100100||Instr[31:26]==6'b000000 && Instr[5:0]==6'b101010||Instr[31:26]==6'b000000 && Instr[5:0]==6'b101011||Instr[31:26]==6'b000000 && Instr[5:0]==6'b000100||Instr[31:26]==6'b000000 && Instr[5:0]==6'b000111||Instr[31:26]==6'b000000 && Instr[5:0]==6'b000110
			||Instr[31:26]==6'b000000 && Instr[5:0]==6'b000000||Instr[31:26]==6'b000000 && Instr[5:0]==6'b000011||Instr[31:26]==6'b000000 && Instr[5:0]==6'b000010||Instr[31:26]==6'b000000 && Instr[5:0]==6'b010000 && Instr[25:16]==10'b0||Instr[31:26]==6'b000000 && Instr[5:0]==6'b010010 && Instr[25:16]==10'b0||Instr[31:26]==6'b000000 && Instr[5:0]==6'b001001) WRSel = 2'b01;
		else if(Instr[31:26]==6'b000011) WRSel = 2'b10;
		else WRSel = 2'b00;
		if(Instr[31:26]==6'b000000 && Instr[5:0]==6'b100000||Instr[31:26]==6'b000000 && Instr[5:0]==6'b100001||Instr[31:26]==6'b000000 && Instr[5:0]==6'b100010||Instr[31:26]==6'b000000 && Instr[5:0]==6'b100011||Instr[31:26]==6'b000000 && Instr[5:0]==6'b100101||Instr[31:26]==6'b000000 && Instr[5:0]==6'b100111||Instr[31:26]==6'b000000 && Instr[5:0]==6'b100110||Instr[31:26]==6'b000000 && Instr[5:0]==6'b100100||Instr[31:26]==6'b000000 && Instr[5:0]==6'b101010||Instr[31:26]==6'b000000 && Instr[5:0]==6'b101011||Instr[31:26]==6'b000000 && Instr[5:0]==6'b001001||Instr[31:26]==6'b010000	&&	Instr[25:21]==5'b00000 && Instr[10:0]==11'b000000000
			||Instr[31:26]==6'b000000 && Instr[5:0]==6'b000100||Instr[31:26]==6'b000000 && Instr[5:0]==6'b000111||Instr[31:26]==6'b000000 && Instr[5:0]==6'b000110||Instr[31:26]==6'b000000 && Instr[5:0]==6'b000000||Instr[31:26]==6'b000000 && Instr[5:0]==6'b000011||Instr[31:26]==6'b000000 && Instr[5:0]==6'b000010||Instr[31:26]==6'b001000||Instr[31:26]==6'b001001||Instr[31:26]==6'b001100||Instr[31:26]==6'b000000 && Instr[5:0]==6'b010000 && Instr[25:16]==10'b0||Instr[31:26]==6'b000011||Instr[31:26]==6'b100001
			||Instr[31:26]==6'b001111||Instr[31:26]==6'b001101||Instr[31:26]==6'b001010||Instr[31:26]==6'b001011||Instr[31:26]==6'b001110||Instr[31:26]==6'b100000||Instr[31:26]==6'b100100||Instr[31:26]==6'b100101||Instr[31:26]==6'b100011||Instr[31:26]==6'b000000 && Instr[5:0]==6'b010010 && Instr[25:16]==10'b0) RFWr = 1;
		else RFWr = 0;
		if(Instr[31:26]==6'b101000||Instr[31:26]==6'b101001||Instr[31:26]==6'b101011) DMWr = 1;
		else DMWr = 0;
		if(Instr[31:26]==6'b001110||Instr[31:26]==6'b001101||Instr[31:26]==6'b001100) ExtOp = 2'b01;
		else if(Instr[31:26]==6'b001111) ExtOp = 2'b10;
		else ExtOp = 2'b00;
		if(Instr[31:26]==6'b001000||Instr[31:26]==6'b001001||Instr[31:26]==6'b001100||Instr[31:26]==6'b001111||Instr[31:26]==6'b001101||Instr[31:26]==6'b001010||Instr[31:26]==6'b001011||Instr[31:26]==6'b010000	&&	Instr[25:21]==5'b00000 && Instr[10:0]==11'b000000000||Instr[31:26]==6'b010000	&&	Instr[25:21]==5'b00100 && Instr[10:0]==11'b000000000
			||Instr[31:26]==6'b001110||Instr[31:26]==6'b100000||Instr[31:26]==6'b100100||Instr[31:26]==6'b100001||Instr[31:26]==6'b100101||Instr[31:26]==6'b100011||Instr[31:26]==6'b101000||Instr[31:26]==6'b101001||Instr[31:26]==6'b101011) ALUSrc = 1;
		else ALUSrc = 0;
		if((Instr[31:26]==6'b000100||Instr[31:26]==6'b000001 && Instr[20:16]==5'b00001||Instr[31:26]==6'b000111||Instr[31:26]==6'b000110||Instr[31:26]==6'b000001 && Instr[20:16]==5'b00000||Instr[31:26]==6'b000101)&&Zero) NPCOp = 2'b01;
		else if(Instr[31:26]==6'b000010||Instr[31:26]==6'b000011) NPCOp = 2'b10;
		else if(Instr[31:26]==6'b000000 && Instr[5:0]==6'b001000||Instr[31:26]==6'b000000 && Instr[5:0]==6'b001001) NPCOp = 2'b11;
		else NPCOp = 2'b00;
		if(Instr[31:26]==6'b101000||Instr[31:26]==6'b100000||Instr[31:26]==6'b100100) Mem_type = 2'b01;
		else if(Instr[31:26]==6'b101001||Instr[31:26]==6'b100101||Instr[31:26]==6'b100001) Mem_type = 2'b10;
		else if(Instr[31:26]==6'b101011||Instr[31:26]==6'b100011||Instr[31:26]==6'b010000	&&	Instr[25:21]==5'b00000 && Instr[10:0]==11'b000000000||Instr[31:26]==6'b010000	&&	Instr[25:21]==5'b00100 && Instr[10:0]==11'b000000000)Mem_type = 2'b11;
		else Mem_type = 2'b0;
		if(Instr[31:26]==6'b100100||Instr[31:26]==6'b100101) Load_type = 1;
		else Load_type = 0;
		if(Instr[31:26]==6'b000000 && Instr[5:0]==6'b010000 && Instr[25:16]==10'b0) REOp = 2'b01;
		else if(Instr[31:26]==6'b000000 && Instr[5:0]==6'b010010 && Instr[25:16]==10'b0) REOp = 2'b10;
		else if(Instr[31:26]==6'b000011||Instr[31:26]==6'b000000 && Instr[5:0]==6'b001001) REOp = 2'b11;
		else REOp = 2'b00;
		if(Instr[31:26]==6'b000000 && Instr[5:0]==6'b010001 && Instr[20:6]==15'b0) HiLoWr = 2'b01;
		else if(Instr[31:26]==6'b000000 && Instr[5:0]==6'b010011 && Instr[20:6]==15'b0) HiLoWr = 2'b10;
		else HiLoWr = 2'b00;
		if(Instr[31:26]==6'b000000 && Instr[5:0]==6'b011000 && Instr[15:6]==10'b0||Instr[31:26]==6'b000000 && Instr[5:0]==6'b011001 && Instr[15:6]==10'b0||Instr[31:26]==6'b000000 && Instr[5:0]==6'b011010 && Instr[15:6]==10'b0||Instr[31:26]==6'b000000 && Instr[5:0]==6'b011011 && Instr[15:6]==10'b0) Start = 1;
		else Start = 0;
	end
endmodule
`timescale 1ns / 1ps
`timescale 1ns / 1ps
module E(
	 input clk,
	 input reset,
    input [31:0] Instr,
	 input InReq_E_I,
	 input [8:2] ExCode_E_I,
	 input [31:0] PC_E_I,
    input [31:0] RD1_E_I,
    input [31:0] RD2_E_I,
    input [31:0] Ext_E_I,
    input [1:0] ForwardRsE_E_I,
    input [1:0] ForwardRtE_E_I,
	 input [31:0] TMF_E_I,
    input [31:0] TWF_E_I,
	 input eret_E_I,
    output [31:0] ALURS_E_O,
    output [31:0] WD_E_O,
	 output RFWr_E_O,
    output [4:0] DstE_E_O,
	 output Stall_E_O,
	 output [8:2] ExCode_E_O,
	 output mtEPC_E_O
    );
	 wire [8:2] ExCode_E;
	 wire [1:0] REOp;
	 wire [1:0] HiLoWr;
	 wire Start;
	 wire [31:0] Hi;
	 wire [31:0] Lo;
	 wire [3:0] ALUOp;
	 wire ALUSrc;
	 wire [31:0] SrcA;
	 wire [31:0] SrcB;
	 wire [1:0] WRSel;
	 wire [31:0]ALURS_Er;
	 wire StallEr;
	 wire [1:0] HiLoWrE;
	 assign mtEPC_E_O = Instr[31:26]==6'b010000	&&	Instr[25:21]==5'b00100 && Instr[10:0]==11'b000000000 && Instr[15:11]==5'd14;
	 assign Start = start_E && ~InReq_E_I && ~eret_E_I;
	 assign ExCode_E [8:7] = {ExCode_E_I[8], Overflow};
	 assign ExCode_E [6:2] = (Instr[31:26]==6'b100011||Instr[31:26]==6'b100001||Instr[31:26]==6'b100000||Instr[31:26]==6'b100100||Instr[31:26]==6'b100101)? 5'd4 :
							       (Instr[31:26]==6'b101011||Instr[31:26]==6'b101000||Instr[31:26]==6'b101001)            ? 5'd5 : 5'd12;
	 assign ExCode_E_O = (ExCode_E_I[7])? ExCode_E_I : ExCode_E;
	 assign Stall_E_O = StallEr | Start;
	 assign SrcA = (ForwardRsE_E_I==2'b01)? TMF_E_I :
						(ForwardRsE_E_I==2'b10)? TWF_E_I : RD1_E_I;
	 assign WD_E_O = (ForwardRtE_E_I==2'b01)? TMF_E_I :
						  (ForwardRtE_E_I==2'b10)? TWF_E_I : RD2_E_I;
	 assign SrcB = (ALUSrc) ? 	Ext_E_I : WD_E_O;
	 assign DstE_E_O = (WRSel==2'b00)?  Instr[20:16]:
					       (WRSel==2'b01)?  Instr[15:11]:
					       (WRSel==2'b10)?  5'h1f : 5'b0;
	 assign ALURS_E_O = (REOp==2'b01)? Hi :
						     (REOp==2'b10)? Lo : 
							  (REOp==2'b11)? PC_E_I+8 : ALURS_Er;
	 assign HiLoWrE = {HiLoWr[1]&(~InReq_E_I)&(~eret_E_I), HiLoWr[0]&(~InReq_E_I)&(~eret_E_I)};
	 MD MD_E (
    .clk(clk), 
    .reset(reset), 
    .instr(Instr), 
    .SrcA(SrcA), 
    .SrcB(SrcB), 
    .start(Start), 
    .HiLoWr(HiLoWrE), 
    .stall(StallEr), 
    .Hi(Hi), 
    .Lo(Lo)
    );
	 ALU ALU_E (
    .ALUControl(ALUOp), 
	 .Instr(Instr),
    .SrcA(SrcA), 
    .SrcB(SrcB), 
    .result(ALURS_Er),
	 .Overflow(Overflow)
    );
	 Controller Controller_E (
    .Zero(Zero), 
    .Instr(Instr),
	 .RFWr(RFWr_E_O),
    .WRSel(WRSel),  
    .ALUOp(ALUOp), 
    .ALUSrc(ALUSrc),
	 .REOp(REOp),
	 .HiLoWr(HiLoWr), 
	 .Start(start_E)
    );
endmodule
`timescale 1ns / 1ps
module MD(
    input clk,
    input reset,
	 input [31:0] instr,
    input [31:0] SrcA,
    input [31:0] SrcB,
    input start,
    input [1:0] HiLoWr,
    output reg stall,
    output reg [31:0] Hi,
    output reg [31:0] Lo
    );
	 reg [31:0] SrcAM;
	 reg [31:0] SrcBM;
	 reg [3:0] cnt;
	 reg unsign;
	 reg div0;
	 reg type;
	 reg [63:0] buff;
	 always @(*)begin
		if(type&&unsign)begin
			buff = SrcAM * SrcBM;
		end
		else if(type&&~unsign)begin
			buff = ($signed(SrcAM))*($signed(SrcBM));
		end
		else if(~type&&unsign)begin
			buff[63:32] = (SrcBM==0) ? buff[63:32] : SrcAM % SrcBM;
			buff[31:0]  = (SrcBM==0) ? buff[31:0] : SrcAM / SrcBM;
		end
		else if(~type&&~unsign)begin
			buff[63:32] = (SrcBM==0) ? buff[63:32] : $signed($signed(SrcAM) % $signed(SrcBM));
			buff[31:0]  = (SrcBM==0) ? buff[31:0] : $signed($signed(SrcAM) / $signed(SrcBM));
		end
	 end
	 initial begin
		Hi <= 0;
		Lo <= 0;
		SrcAM <= 0;
		SrcBM <= 0;
		type <= 0;
		unsign <= 0;
		div0  <= 0;
		cnt <= 0;
		stall <= 0;
		buff  <= 0;
	 end
	 always @(posedge clk)begin
		if(reset)begin
			Hi <= 0;
			Lo <= 0;
			SrcAM <= 0;
			SrcBM <= 0;
			type <= 0;
			unsign <= 0;
			div0  <= 0;
			cnt <= 0;
			stall <= 0;
			buff  <= 0;
		end
		else if(HiLoWr==2'b01) Hi <= SrcA;
		else if(HiLoWr==2'b10) Lo <= SrcA;
		else if(start)begin
			SrcAM <= SrcA;
			SrcBM <= SrcB;
			stall <= 1;
			if(instr[5:0]==6'b011000||instr[5:0]==6'b011001)begin
				cnt <= 4;
				type <= 1;
			end
			else begin
				div0 = (SrcB==0);
				cnt <= 9;
				type <= 0;
			end
			if(instr[5:0]==6'b011001||instr[5:0]==6'b0011011)
				unsign <= 1;
			else
				unsign <= 0;
		end
		else if(stall&&cnt==0&&(~div0))begin
			Hi <= buff[63:32];
			Lo <= buff[31:0];
			div0 <= 0;
			stall <= 0;
		end
		else if(stall&&cnt==0&&(div0))begin
			div0 <= 0;
			stall <= 0;
		end
		else cnt <= (cnt==0)? cnt : cnt - 1;
	end
endmodule
$ cat ./run.sh
#!/bin/bash
# OpenROAD 26Q1-2900-gdf79404cd8, Yosys 0.63+post, stock flow scripts
make -C /OpenROAD-flow-scripts/flow DESIGN_CONFIG=/design/flow/config.mk WORK_HOME=/design/flow/orfs finish
$ cat ./constraint.sdc
current_design E

set clk_period 37.0
set clk_io_pct 0.2

create_clock -name clk0 -period $clk_period [get_ports {clk}]

set non_clock_inputs [all_inputs -no_clocks]
set_input_delay [expr $clk_period * $clk_io_pct] -clock clk0 $non_clock_inputs
set_output_delay [expr $clk_period * $clk_io_pct] -clock clk0 [all_outputs]
$ cat ./config.mk
export PLATFORM = sky130hd
export DESIGN_NAME = E
export DESIGN_NICKNAME = E
export VERILOG_FILES = /design/flow/design.v
export SDC_FILE = /design/flow/constraint.sdc
export NUM_CORES = 4
export LEC_CHECK = 1
export CORE_UTILIZATION = 40
==> results_tabular.tex <==
% Implementation results table
\begin{tabular}{lr}
\hline
Metric & Value \\
\hline
\multicolumn{2}{l}{\textbf{Global routing}} \\
Global-route wire length before repair & 161 mm \\
Met2 demand-to-capacity share in global routing & 65.6\% \\
Global Route Usage Sum & 46.9\% \\
GRT met3 Usage & 18.7\% \\
Remaining global-route overflow & 0 \\
Number of antenna violations at the first check in global routing & 8 \\
Vias in the first global route & 22600 \\
GR Util met1 & 59.7\% \\
Largest net degree at the start of global routing & 71 \\
GRT busiest layer & met2 \\
\multicolumn{2}{l}{\textbf{Worst setup path}} \\
Reg2reg start & MD\_E.cnt[0] \\
Cell count of the worst reg-to-reg path & 8 \\
Critical R2R Capture & MD\_E.Hi[29] \\
Critical Path Sink Type & output port \\
Largest fanout on the critical path & 49 \\
Required time at the endpoint of the critical path & 29.60 ns \\
Startpoint type of the worst setup path & primary input \\
Arrival time of the worst setup path & 15.33 ns \\
Reg-to-reg slack, setup & 34.98 ns \\
Critical path type & primary input to output port \\
\multicolumn{2}{l}{\textbf{Detailed routing}} \\
Number of antenna-violating nets in the routed design & 0 \\
Number of remaining DRC errors & 0 \\
DR vias & 24600 \\
Routed len/inst & 31.4 um \\
Vias per cell & 6.80 \\
First-pass detailed-route iteration total & 22 \\
Violation count after the first detailed-route iteration & 3078 \\
Aggregate routed wire length & 114 mm \\
\multicolumn{2}{l}{\textbf{Pwr}} \\
Peak supply drop & 0.0445 mV \\
Total power divided by cell area & 31.4 mW/mm\^{}2 \\
Leakage Power & 9.72 nW \\
\multicolumn{2}{l}{\textbf{Yosys}} \\
Dominant synthesized flop cell & dfxtp\_1 \\
Largest cells by area & mux2i\_1 (16\%), ha\_1 (7.5\%), dfxtp\_1 (7.3\%) \\
Post-synthesis sequential element count & 70 \\
Total number of yosys warnings & 134 \\
Ys async rst share & 0\% \\
Chip area estimate from yosys synthesis & 0.0191 mm\^{}2 \\
Total standard cell area after synthesis & 0.0191 mm\^{}2 \\
Largest type area fraction & 16.4\% \\
EDFF count, synth & 0 \\
Average cell area after synthesis & 7.03 um\^{}2 \\
Post-synthesis sequential area ratio & 7.32\% \\
Unique cell type count in the Yosys netlist & 89 \\
Count of mapped cells out of synthesis & 2721 \\
Cell type with the largest total area after synthesis & mux2i\_1 \\
Yosys cell count & 2721 \\
\multicolumn{2}{l}{\textbf{CTS}} \\
CTS Buffer Depth & 2 \\
Number of levels in the clock H-tree & 3 \\
Number of buffers created by CTS & 9 \\
Count of cells resized by post-cts repair & 0 \\
Insertion delay at the late pin of the worst-skew pair & 0.33 ns \\
CTS sink count & 70 \\
Clock Pin Slew Worst Setup and Hold Paths & 0.06 ns \\
Number of buffers inserted by hold repair at cts & 0 \\
Clock tree root buffer cell & clkbuf\_16 \\
Post CTS Setup Buffer Count & 0 \\
TritonCTS clock tree & done \\
\multicolumn{2}{l}{\textbf{Place}} \\
DP HPWL & 89.8 mm \\
Count of buffers inserted at the top-level ports & 315 \\
Number of placed instances with taps included & 3591 \\
RePlAce Congestion & 1.17 \\
Worst slack after detailed placement & 14.47 ns \\
Placement Cell Area & 0.0234 mm\^{}2 \\
\multicolumn{2}{l}{\textbf{Timing}} \\
Number of failing setup endpoints in the final timing report & 0 \\
Final number of hold-violating endpoints & 0 \\
Fraction of the cycle the final worst path needs & 61.4\% \\
Setup clock skew after layout & 0.00681 ns \\
Period minus WS final & 22.73 ns \\
Final worst slack & 14.27 ns \\
Max Slew Vio Count & 0 \\
Accumulated negative setup slack & 0 ns \\
Max Fclk & 0.0440 GHz \\
Worst slew margin & 3.10\% \\
Worst Tran Pin Value & 1.45 ns \\
Setup repair after global routing missed its margin & no \\
\multicolumn{2}{l}{\textbf{Floorplan}} \\
Core area & 0.0469 mm\^{}2 \\
Number of top-level design ports & 318 \\
Effective utilization at floorplan & 40.8\% \\
Die extent in y & 221 um \\
Die x size & 221 um \\
Number of placement rows & 79 \\
Area of the chip & 0.0487 mm\^{}2 \\
\multicolumn{2}{l}{\textbf{Run}} \\
Number of max-capacitance violations reported & 0 \\
Stage-log warning count & 73 \\
\multicolumn{2}{l}{\textbf{Final layout}} \\
Comb area & 0.0167 mm\^{}2 \\
Synth-to-layout area growth & 24.1\% \\
Fraction of final layout cells with drive strength greater than 1 & 10.2\% \\
Filler cell count & 4566 \\
Non-Filler Instances & 3613 \\
Commonest non-fill, non-tap cell in the layout & clkdlybuf4s50\_1 \\
Finished layout cell area & 0.0237 mm\^{}2 \\
Most frequent logic cells in the routed design & clkdlybuf4s50\_1 (310), mux2i\_1 (302), nor2\_1 (257) \\
FF/Latch Area & 0.00140 mm\^{}2 \\
\multicolumn{2}{l}{\textbf{Hold path}} \\
Worst hold stages & 2 \\
Hold Crit Endpoint & MD\_E.div0 \\
Path class of the lowest-slack min-delay path & register to register \\
Worst Hold Launch & MD\_E.div0 \\
\multicolumn{2}{l}{\textbf{Run status}} \\
Run status & finished, final reports clean \\
\hline
\end{tabular}
[worst max-delay path by stage]
stage                 startpoint       endpoint  cells past startpoint
final                   Instr[6]  ALURS_E_O[24]                     27
after global routing    Instr[6]  ALURS_E_O[24]                     27
after CTS               Instr[6]  ALURS_E_O[24]                     27
[routing by layer]
| layer | vias to the layer above | wire length (um) |
|---|---|---|
| met5 | - | 48 |
| met4 | 6 | 9350 |
| met3 | 391 | 15800 |
| met2 | 1830 | 45500 |
| met1 | 11500 | 42900 |
| li1 | 10800 | - |
[Yosys cell counts, drive strengths merged, types with 34 or more instances]
| master | instances |
|---|---|
| a211oi | 101 |
| a21oi | 232 |
| a22oi | 96 |
| a31oi | 34 |
| buf | 79 |
| clkbuf | 124 |
| dfxtp | 70 |
| ha | 114 |
| inv | 82 |
| mux2 | 60 |
| mux2i | 323 |
| nand2 | 245 |
| nand3 | 69 |
| nor2 | 260 |
| nor2b | 74 |
| nor3 | 67 |
| o211ai | 41 |
| o21ai | 141 |
| xnor2 | 59 |
[logic make-up (layout without fill, tap and decap cells)]
logic type                 Yosys count  count (layout)  share of synthesized area [%]
and+or+nand+nor                    876             876                           21.9
xor gates and xnor gates            85              85                           3.89
AOI/OAI and AO/OA                  900             900                           31.5
DFF                                 70              70                           7.32
muxes                              389             389                           21.5
buffers and inverters              286             565                           6.41
adders and majority gates          115             115                           7.56
other                                0               6                              0
[critical path: stages]
cell and delay (ns):
clkdlybuf4s50_1 0.58, or4_1 0.59, nor2_1 0.70, and4_1 0.72, nor2_4 0.02, buf_4 0.32
mux2i_1 0.23, buf_4 0.22, ha_1 0.20, o21ai_0 0.18, nand2b_1 0.26, a21oi_1 0.24
a21oi_1 0.12, xnor2_1 0.14, ha_1 0.37, a21oi_1 0.25, o21ai_0 0.17, nor4b_1 0.46
o21ai_0 0.19, a31o_2 0.28, a21o_1 0.17, a21oi_1 0.17, xnor2_1 0.15, nor2_1 0.05
a2111oi_0 0.43, a221o_1 0.20, clkdlybuf4s50_1 0.48
[state kept, by name, indices dropped and copies added, names as in the netlist]
signal      count
MD_E.div0       1
MD_E.cnt        4
MD_E.Lo        32
MD_E.Hi        32
MD_E.stall      1
[layout make-up]
cell class	instances	area share, %
clock inverters	5	0.342
diodes	6	0.0632
multi-input cells	2365	70.2
well taps	607	3.20
inverters	83	1.31
repair buffers	466	18.0
clock buffers	11	1.06
flip-flops and latches	70	5.90
[stage by stage]
step	utilization [%]	total power, mW	hold WS [ns]
floorplan	-	0.389	0.445
global placement	49.9	0.624	0.457
detailed placement	49.9	0.624	0.472
CTS	50.6	0.722	0.482
global route	50.7	0.780	0.510
finish	50.7	0.746	0.475
[power by group]
| group | switching [mW] | internal, mW | leakage [nW] |
|---|---|---|---|
| logic | 0.347 | 0.226 | 8.99 |
| clock network | 0.0320 | 0.0626 | 0.162 |
| registers | 0.00174 | 0.0775 | 0.564 |
| total | 0.380 | 0.366 | 9.72 |
Power and IR drop assume default switching activity.
